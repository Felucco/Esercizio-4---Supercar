$ cat flow/config.mk
export PLATFORM = sky130hd
export DESIGN_NAME = CNT
export DESIGN_NICKNAME = CNT
export VERILOG_FILES = /design/flow/design.v
export SDC_FILE = /design/flow/constraint.sdc
export NUM_CORES = 4
export LEC_CHECK = 1
export CORE_AREA = 10 10 70 70
export DIE_AREA = 0 0 80 80
$ cat flow/constraint.sdc
current_design CNT

set clk_period 1.2
set clk_io_pct 0.2

create_clock -name clk0 -period $clk_period [get_ports {clk}]

set non_clock_inputs [all_inputs -no_clocks]
set_input_delay [expr $clk_period * $clk_io_pct] -clock clk0 $non_clock_inputs
set_output_delay [expr $clk_period * $clk_io_pct] -clock clk0 [all_outputs]
$ cat flow/design.v
module CNT #(
    parameter N_BIT=4
) (
    input clk, rst, en, d_nu,
    output reg [N_BIT-1:0] cnt
);
    always @(posedge clk or posedge rst) begin
        if (rst) cnt <= 0;
        else begin
            if (en) begin
                if (d_nu) cnt <= cnt-1;
                else cnt <= cnt+1;
            end
        end
    end
endmodule
$ cat flow/run.sh
#!/bin/bash
# OpenROAD 26Q1-2900-gdf79404cd8, Yosys 0.63+post, stock flow scripts
make -C /OpenROAD-flow-scripts/flow DESIGN_CONFIG=/design/flow/config.mk WORK_HOME=/design/flow/orfs finish
==> flow_summary.toml <==
# synthesis and place-and-route metrics
[global_route]
first_global_vias = 306
overflow = 0
grt_pass1_wl_um = 1340
antenna_found_initial = 0
grt_max_degree = 8
grt_usage = 0.0255

[detailed_routing]
drc_errors = 0
drt_iter0_drc = 26
routed_wl_um = 778
dr.pass1.iters = 4
viasPerCell = 3.05
antenna-diode-count = 0
num_vias = 281
detail_route.wl_per_cell_um = 8.46
antenna_left = 0

[setup_path]
worst-setup-path-type = "flip-flop to flip-flop"
arrival_ps = 1440
cp-start-kind = "flip-flop"
critPathCaptureType = "flip-flop"
critical_path.max_fanout = 3
cp.required_ps = 1310

[clock_network]
cts.sinks = 4
clockBufferDepth = 2
clock_tree.root_cell = "clkbuf_4"
htreeDepth = 1
cts_buffers = 3
clk_pin_slew_ps = 40
clkLatencyLatePin_ps = 230
cts_tree = "built"

[die]
die-area_um2 = 6400
ios = 8
die_w_um = 80
row_count = 21
initCoreUtil = 0.0894
die_height_um = 80
core_area_um2 = 3420

[sta]
fmax_ghz = 0.755
max_slew.worst_pin.slew_ps = 304
report.final.hold_viol_count = 0
setup_viol = 2
rsz0062_at_grt = "yes"
setup_ws_ps = -125
hold_ws_ps = 209
slew_headroom = 0.797
skew_ps = 3.52
drv_slew = 0
fin_crit_sh = 1.10
fin_crit_ps = 1330

[finish]
regMostFlops = "cnt"
area_growth_pct = 80.7
drive_above_1_share = 0.500
mostFrequentLayoutCells = "buf_4, dfrtp_1, nand3b_1, clkbuf_4"
reg_top3 = "cnt: 4 flops"
layout_top_cell = "buf_4"
largest_reg_flops = 4

[placed_design]
port_buffers = 7
routabilityCongestion = 0.723
dp_hpwl_um = 603
dp_slack_ps = -641

[hold_path]
min_path_type = "input pin to asynchronous set/reset pin"

[logic_synthesis]
syn_inst = 29
yosys_register_bits = 4
ys_chip_area_um2 = 305
syn-cell-area_um2 = 305
synth_cell_types = 18
ys_cells = 29
postSynthAreaPerCell_um2 = 10.5
ys_seq_share = 0.328
yosysWarningCount = 1

[power]
vdd_ir_drop_max_uv = 466
p_leak_nw = 0.229
cellPowerDensity_nw_per_um2 = 2260

[status]
status = "finished with violations"
violations = "negative setup slack"

[flow_run]
tool_warnings = 28
drv_cap = 0
final timing paths:
| path | start | endpoint | slack, ps | cells past startpoint |
|---|---|---|---|---|
| setup / recovery | cnt[1] | cnt[2] | -130 | 4 |
| hold reg to reg | cnt[3] | cnt[3] | 600 | 2 |
| setup reg to reg | cnt[1] | cnt[2] | -130 | 4 |
| min in group clk0 | d_nu | cnt[3] | 470 | 3 |
| hold / removal | rst | cnt[2] | 210 | 2 |
| max in group asynchronous | rst | cnt[1] | 840 | 2 |
cells in the mapped netlist:
cell | number | area, um2
a21oi_1 | 2 | 10.0
ha_1 | 2 | 25.0
nand2b_1 | 1 | 6.26
mux2i_1 | 2 | 20.0
a211o_1 | 1 | 8.76
xnor2_1 | 1 | 8.76
nand2_1 | 1 | 3.75
fa_1 | 1 | 20.0
o211ai_2 | 1 | 12.5
buf_4 | 1 | 7.51
mux2_2 | 1 | 11.3
o311ai_1 | 1 | 8.76
dfrtp_1 | 4 | 100
inv_1 | 4 | 15.0
xor2_1 | 1 | 8.76
nand3_1 | 1 | 5.00
nand4bb_1 | 1 | 11.3
nand3b_1 | 3 | 22.5
cells by family (layout without fill, tap and decap cells):
group	count (synthesis)	after routing	synth area share
AND-OR/OR-AND	5	5	0.131
adder cells (fa/ha/maj)	3	3	0.148
XOR/XNOR	2	2	0.0574
AND/OR/NAND/NOR	7	7	0.160
flip-flops	4	4	0.328
multiplexers	3	3	0.102
buffers and inverters	5	22	0.0738
where the power goes:
part	leakage, nW	internal [mW]	switching [mW]
Clock	0.0138	0.111	0.0473
Sequential	0.0472	0.208	0.0718
Combinational	0.168	0.514	0.292
Total	0.229	0.833	0.412
what timing repair did:
action | in CTS | in global routing
hold endpoints to repair | 0 | 0
endpoints found under the setup margin | 7 | 4
buffers inserted | 2 | 1
gates resized | 11 | 11
hold buffers | 0 | 0
cell type report:
type / count / area (um2)
sequential: 4 / 100
inverter: 4 / 15.0
clock buffer: 3 / 22.5
timing repair buffer: 15 / 124
fill: 396 / 2860
multi-input combinational: 20 / 233
tap: 46 / 57.6
layer usage:
metal	vias up	wire length (um)	track usage
li1	141	-	-
met1	130	375	0.0322
met2	8	330	0.0361
met3	2	65	0.0136
met4	0	7	0.00880
met5	-	0	0
worst max-delay path, stage by stage (launching register included):
cell and delay (ps):
dfrtp_1 410, inv_2 70, fa_2 350, xnor2_1 130
mux2_4 250
per-stage QoR:
step	instances	total power, mW	instance area, um2	utilization	setup TNS, ps
after detailed placement	86	0.884	465	0.136	-1800
after global placement	86	0.870	465	0.136	-1760
after floorplan	29	0.570	308	-	-83.0
after CTS	91	1.10	509	0.149	-252
final	92	1.24	552	0.162	-198
after global routing	92	1.39	552	0.162	-404
No activity file was given, so power comes from the tool's default toggle rates.
