==> design.v <==
module UDL_CNT #(
    parameter N_BIT=4
) (
    input clk, rst, en, d_nu, pl,
    input [N_BIT-1:0] pin,
    output reg [N_BIT-1:0] cnt
);
    always @(posedge clk or posedge rst) begin
        if (rst) cnt <= 0;
        else begin
            if (en) begin
               if (pl) cnt <= pin;
               else if (d_nu) cnt <= cnt-1;
               else cnt <= cnt+1;
            end
        end
    end
endmodule
module Prescaler #(
    parameter PERIOD=10
) (
    input clk, rst, en,
    output wire p_e
);
    parameter N_BIT=$clog2(PERIOD+1);
    wire equal_period;
    wire [N_BIT-1:0] cnt_out;
    wire [N_BIT-1:0] pin_0;
    assign pin_0=0;
    UDL_CNT #(.N_BIT(N_BIT)) CNT (.clk(clk),.rst(rst),.en(en),.d_nu(1'b0),.pl(equal_period),.pin(pin_0),.cnt(cnt_out));
    assign equal_period = (cnt_out==PERIOD-1) ? 1'b1 : 1'b0;
    assign p_e = equal_period;
endmodule
==> config.mk <==
export PLATFORM = sky130hd
export DESIGN_NAME = Prescaler
export DESIGN_NICKNAME = Prescaler
export VERILOG_FILES = /design/flow/design.v
export SDC_FILE = /design/flow/constraint.sdc
export NUM_CORES = 4
export LEC_CHECK = 1
export CORE_AREA = 10 10 70 70
export DIE_AREA = 0 0 80 80
==> run.sh <==
#!/bin/bash
# OpenROAD 26Q1-2900-gdf79404cd8, Yosys 0.63+post, stock flow scripts
make -C /OpenROAD-flow-scripts/flow DESIGN_CONFIG=/design/flow/config.mk WORK_HOME=/design/flow/orfs finish
==> constraint.sdc <==
current_design Prescaler

set clk_period 1.4
set clk_io_pct 0.2

create_clock -name clk0 -period $clk_period [get_ports {clk}]

set non_clock_inputs [all_inputs -no_clocks]
set_input_delay [expr $clk_period * $clk_io_pct] -clock clk0 $non_clock_inputs
set_output_delay [expr $clk_period * $clk_io_pct] -clock clk0 [all_outputs]
==> results.ini <==
[timing]
slew_viol_final=0
tns_ps=0
relSlewSlack_pct=87.1
finClkSkew_ps=0.944
finalHoldViolations=0
finalCritPeriodShare_pct=93.1
setup_viol=0
tightest_slew_ps=192
clock.fmax_mhz=767
fin_crit_ps=1300
fin_hold_ws_ps=235
rsz0062_at_grt=false

[clocking]
cts_inserted_buffers=3
cts_buffer_depth=2
cts_tree=yes
clk_pin_slew_ps=40
root_buffer=clkbuf_4
worstSkewPairLatency_ps=230
h-tree-depth=1
clock-sinks=4

[logic_synthesis]
top_cell_area_share_pct=50.3
topCellsByArea=dfrtp_1 50%, and3b_2 5.0%, and4b_1 5.0%
synth_area_leader_cell=dfrtp_1
yosysMostFrequentCell=dfrtp_1
synth_top_flop_cell=dfrtp_1
postSynthAreaPerCell_um2=11.1
seq_area_frac_synth_pct=50.3
synthCells=18
ys_types=15
synthArstFlopShare_pct=100
syn_area_um2=199
ys_warn_count=1
ys_chip_area_um2=199
synth-edff-count=0
ys.flops=4
yosysCellCount=18

[placement]
placed_area_um2=317
numPortBuffers=3
routabilityCongestion=0.751
place_inst=71

[floorplanning]
rows=21
dieWidth_um=80
die_h_um=80
die_area_um2=6400
fp_util_pct=5.82
num_io_pins=4
core_area_um2=3420

[routing]
via_per_inst=2.22
ant_nets=0
diodes=0
vias=173
drt_iter0_markers=10
dr.pass1.iters=2
wl_per_cell_um=6.67
drc=0
routed_wl_um=520

[pwr]
p_seq_share_pct=28.6
leakage_nw=0.167
p_clk_share_pct=19.0
peakVddDrop_mv=0.268
combPwrFrac_pct=52.4
power_density_nw_per_um2=1980
intPower_w=0.000503
swShare_pct=31.1
switchingPower_w=0.000227

[global_route]
grtUsageTotal_pct=1.76
first_global_vias=198
antenna_found_initial=0
grt_max_degree=6
gr-total-overflow=0
grt_first_pass_wirelength_um=876

[cells_and_area]
reg_top3=CNT.cnt: 4 flops
ff_latch_area_um2=100
regMostFlops=CNT.cnt
stdcell_count=78
largest_reg_flops=4
logic_area_um2=100
area_delta_synth_final_pct=85.5
post-route-cell-area_um2=369
drive_gt1_share_pct=50.0
fillers=406

[worst_setup_path]
max_stage_delay_ps=370
worstPathMaxFanout=2
crit_required_ps=1120
crit_chain=nor2b_4 > and3b_2 > clkbuf_2
worstSetupPathType=reg2out
worst-r2r-setup-slack_ps=150
cp-start-kind=flip-flop
cp_num_buf_inv=1
critical-path-top-delay-family=flip-flops
worstSetupEndpointType=output port
cp_slowest_cell=dfrtp_1
arrival_ps=1020

[flow_run]
cap_violations=0
warnings=25

[status]
outcome=finished, final reports clean

[min_path]
hp-class=in2async

-- cell usage in the layout, fill, tap and decap left out --
master	Yosys	final
buf_4	0	8
dfrtp_1	4	4
clkbuf_4	0	3
clkdlybuf4s50_1	0	2
nand2_2	1	1
nor2b_4	0	1
nor3_2	1	1
a21o_1	1	1
nand3_1	1	1
xnor2_1	1	1
nor2b_1	1	1
o21ai_0	1	1
and4b_1	1	1
o21ai_1	1	1
nand2_1	1	1
and3b_2	1	1
inv_1	1	1
xor2_1	1	1
clkbuf_2	0	1
-- worst reg2reg max path, stage by stage, from the launching register on --
cell and delay (ps):
dfrtp_1 390, buf_4 140, buf_4 130, and4b_1 210
o21ai_1 160, nand2_1 90
-- path summary, 6_finish.rpt --
check	cells past startpoint	endpoint	startpoint
hold / removal	2	CNT.cnt[2]	rst
setup / recovery	3	p_e	CNT.cnt[3]
hold reg to reg	2	CNT.cnt[0]	CNT.cnt[0]
max in group asynchronous	2	CNT.cnt[1]	rst
setup reg to reg	5	CNT.cnt[3]	CNT.cnt[2]
min in group clk0	2	CNT.cnt[0]	CNT.cnt[0]
-- per-stage QoR --
stage          setup slack (ps)  utilization (%)  total power [W]
3_3_place_gp              -11.8             9.27         0.000482
2_1_floorplan               419                -         0.000353
5_1_grt                    49.6             10.8         0.000792
3_5_place_dp              -33.3             9.27         0.000494
6_report                   96.4             10.8         0.000730
4_1_cts                    8.16             10.5         0.000692
-- area by class of cell --
type | instances | area share, %
well taps | 46 | 15.6
multi-input cells | 13 | 27.1
repair buffers | 11 | 23.1
inverters | 1 | 1.02
flip-flops and latches | 4 | 27.1
clock buffers | 3 | 6.10
-- cells by family after synthesis --
logic type | Yosys count | share of synthesized area (%)
compound gates | 3 | 8.80
buf+inv | 1 | 1.88
flops | 4 | 50.3
xor+xnor | 2 | 8.81
simple gates | 8 | 30.2
-- routing by layer --
layer | share of wire, % | track usage, %
met5 | 0 | 0
met2 | 38 | 1.93
met1 | 53 | 2.46
met4 | 0 | 0.528
met3 | 8.8 | 1.36
-- power by group through the flow --
stage     registers, W  logic [W]  clock network, W
4_1_cts       0.000210   0.000334          0.000148
5_1_grt       0.000220   0.000418          0.000154
6_report      0.000209   0.000382          0.000139
-- what timing repair did --
item,4_1_cts,5_1_grt
pin swaps,1,1
setup endpoints to repair,1,1
setup buffers,2,2
hold buffers,0,0
hold endpoints to repair,0,0
gates resized,3,1
No activity file was given, so power comes from the tool's default toggle rates.
