==> ./design.v <==
module BCD_7Seg(
	input [3:0] A,
	output [6:0] HEX0);
	reg [6:0] HEX0_N;
	always @(A) begin
		case (A)
			4'h0: HEX0_N=7'b0111111;
			4'h1: HEX0_N=7'b0000110;
			4'h2: HEX0_N=7'b1011011;
			4'h3: HEX0_N=7'b1001111;
			4'h4: HEX0_N=7'b1100110;
			4'h5: HEX0_N=7'b1101101;
			4'h6: HEX0_N=7'b1111101;
			4'h7: HEX0_N=7'b0000111;
			4'h8: HEX0_N=7'b1111111;
			4'h9: HEX0_N=7'b1101111;
			4'ha: HEX0_N=7'b1110111;
			4'hb: HEX0_N=7'b1111100;
			4'hc: HEX0_N=7'b0111001;
			4'hd: HEX0_N=7'b1011110;
			4'he: HEX0_N=7'b1111001;
			4'hf: HEX0_N=7'b1110001;
			default: HEX0_N=7'd0;
		endcase
	end
	assign HEX0 = ~HEX0_N;
endmodule
==> ./run.sh <==
#!/bin/bash
# OpenROAD 26Q1-2900-gdf79404cd8, Yosys 0.63+post, stock flow scripts
make -C /OpenROAD-flow-scripts/flow DESIGN_CONFIG=/design/flow/config.mk WORK_HOME=/design/flow/orfs finish
==> ./config.mk <==
export PLATFORM = sky130hd
export DESIGN_NAME = BCD_7Seg
export DESIGN_NICKNAME = BCD_7Seg
export VERILOG_FILES = /design/flow/design.v
export SDC_FILE = /design/flow/constraint.sdc
export NUM_CORES = 4
export LEC_CHECK = 1
export CORE_AREA = 10 10 70 70
export DIE_AREA = 0 0 80 80
==> ./constraint.sdc <==
current_design BCD_7Seg

set clk_period 1.1
set clk_io_pct 0.2

create_clock -name clk0 -period $clk_period

set non_clock_inputs [all_inputs -no_clocks]
set_input_delay [expr $clk_period * $clk_io_pct] -clock clk0 $non_clock_inputs
set_output_delay [expr $clk_period * $clk_io_pct] -clock clk0 [all_outputs]
==> impl_metrics.py <==
# Flow results
metrics = {
    "outcome": {
        "status": "complete, but fails checks",
        "violations": "setup timing",
    },
    "setup_path": {
        "path_max_fanout": 4,
        "slowest_delay_ps": 450,
        "criticalPathCategory": "input pin to output port",
        "cpMaxStageDelayCell": "mux4_2",
        "startpoint": "A[0]",
        "worstPathRequired_ps": 880,
        "end_kind": "output port",
        "crit_arrival_ps": 1230,
        "cp-start-kind": "input pin",
        "path_cells": "buf_12, inv_16, ha_4, inv_2, mux4_2, buf_2",
        "endpoint": "HEX0[3]",
    },
    "clock_network": {
        "ctsHoldBuffers": 0,
    },
    "synth": {
        "ys_warn_count": 1,
        "netlist_area_um2": 253,
        "synth_area_per_cell_um2": 8.15,
        "netlist_instances": 31,
        "yosys_area_um2": 253,
        "synthDistinctLibCells": 17,
        "ys_seq_share_pct": 0,
        "ys_cells": 31,
    },
    "floorplanning": {
        "fp_util_pct": 7.40,
        "chipHeight_um": 80,
        "chip_area_um2": 6400,
        "io_pins": 11,
        "rows": 21,
        "core-area_um2": 3420,
        "die-width_um": 80,
    },
    "placement": {
        "gp_congestion": 0.770,
        "io_buffers": 11,
        "place_area_um2": 524,
        "post-dp-hpwl_um": 680,
        "numPlacedInstances": 96,
    },
    "timing": {
        "tightest_slew_ps": 202,
        "final-hold-violation-count": 0,
        "period_used_pct": 132,
        "post-route-min-period_ps": 1450,
        "slew_viol_final": 0,
        "relSlewSlack_pct": 86.5,
        "setup_ws_ps": -349,
        "rsz0062_at_grt": "yes",
        "finalSetupViolCount": 7,
        "fmax_ghz": 0.690,
    },
    "global_route": {
        "grtUsageTotal_pct": 2.80,
        "grt_pass1_vias": 312,
        "globalRouteOverflowTotal": 0,
        "grt_max_degree": 6,
        "antenna_found_initial": 0,
        "grt_pass1_wl_mm": 1.50,
    },
    "layout": {
        "clkbuf_count": 0,
        "area_growth_pct": 140,
        "seq_cell_count": 0,
        "drive_gt1_share_pct": 74.1,
        "final_cells": 100,
        "final_area_um2": 606,
        "final-seq-area_um2": 0,
    },
    "power": {
        "vdd_ir_drop_max_v": 0.000102,
        "p_per_area_nw_per_um2": 339,
        "p_leak_nw": 0.272,
    },
    "worst_hold_path": {
        "hp-class": "input pin to output port",
    },
    "detailed_routing": {
        "wl_um": 876,
        "diodes": 0,
        "vias": 301,
        "post-route-drc-count": 0,
        "drt_iter0_drc": 8,
        "vias_per_cell": 3.01,
        "drtPass1Iterations": 2,
        "final_antenna_net_count": 0,
        "drt-wirelength-per-cell_um": 8.76,
    },
    "flow_run": {
        "maxCapViolations": 0,
        "warnings": 40,
    },
}
-- cell type report --
class / instances / area, um^2
inverters: 3 / 35.0
repair buffers: 25 / 213
well taps: 46 / 57.6
multi-input cells: 26 / 300
fillers: 385 / 2810
-- logic make-up (layout without fill, tap and decap cells) --
logic type / after synthesis / count (layout) / synth area share, %
compound gates: 6 / 6 / 18.8
mux: 3 / 3 / 18.3
simple gates: 11 / 11 / 22.3
fa+ha+maj: 6 / 6 / 29.7
buf+inv: 5 / 28 / 10.9
-- worst max-delay path: cells and delay by family --
family / cells / cell delay (ps)
buf+inv: 4 / 310
fa+ha+maj: 1 / 250
mux: 1 / 450
-- Yosys cell counts (all sizes together) --
cell type | number | area [um^2]
mux2i | 2 | 20.0
o21ai | 1 | 5.00
ha | 6 | 75.1
a22o | 2 | 17.5
a31oi | 1 | 6.26
nand2b | 1 | 6.26
buf | 2 | 16.3
nand2 | 3 | 11.3
inv | 3 | 11.3
nor2 | 4 | 17.5
mux4 | 1 | 26.3
a32o | 1 | 10.0
or3b | 1 | 8.76
o32ai | 1 | 8.76
nor2b | 2 | 12.5
-- through the flow --
step	power (mW)	hold slack, ps	setup WS [ps]	utilization (%)	setup TNS [ps]
global placement	0.185	1560	-1190	15.3	-7530
finish	0.205	895	-349	17.7	-1640
floorplan	0.0741	540	-33.2	-	-45.0
detailed placement	0.187	1550	-1190	15.3	-7590
CTS	0.205	911	-437	17.7	-2160
global route	0.227	925	-382	17.7	-2020
-- layout by cell type (no fill, tap or decap) --
cell             synthesis  layout
mux4_2                   0       1
clkdlybuf4s15_1          0       1
nor2b_1                  2       1
inv_2                    0       1
dlygate4sd2_1            0       1
a22o_1                   2       2
inv_8                    0       1
buf_12                   0       1
ha_2                     0       1
or3b_1                   1       1
nand2_4                  0       1
nand2b_1                 1       1
nor2_1                   3       1
buf_2                    1       7
buf_6                    1       5
a32o_2                   0       1
buf_8                    0       1
nand2_2                  0       1
ha_4                     0       4
ha_1                     6       1
a31oi_1                  1       1
nand2_1                  3       1
nor2b_2                  0       1
o21ai_1                  1       1
inv_16                   0       1
buf_4                    0       9
o32ai_2                  0       1
mux2i_1                  2       2
nor2_2                   1       3
-- power by group --
part | switching (mW) | internal, mW
Clock | 0 | 0
Combinational | 0.0823 | 0.123
Sequential | 0 | 0
Total | 0.0823 | 0.123
-- metal layers --
layer  routed length [um]  vias up  share of wire (%)  track usage [%]
li1                     -      158                  -                -
met1                  437      135                 50             4.10
met2                  369        8                 42             4.09
met3                   69        0                7.9            0.909
met4                    0        0                  0                0
met5                    0        -                  0                0
-- worst min-delay path by stage --
| stage | start | depth (start not counted) | endpoint |
|---|---|---|---|
| finish | A[0] | 4 | HEX0[1] |
| CTS | A[1] | 5 | HEX0[6] |
| global route | A[1] | 5 | HEX0[6] |
-- what timing repair did --
action,CTS,global route
buffers inserted,5,0
setup endpoints to repair,7,7
pin swaps,6,3
resized,53,6
No activity file was given, so power comes from the tool's default toggle rates.
